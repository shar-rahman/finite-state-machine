$ cat design.v
`timescale 1ns/1ns
module bread_machine(
    rst,
    clk,
    start_button,
    bell,
    heating_element,
    paddle_motor
    );
input rst;
input clk;
input start_button;
output bell;
output heating_element;
output paddle_motor;
localparam FREQ = 1;  
localparam CYCLES_15MIN = FREQ * 15 * 60;
localparam CYCLES_2HR = FREQ * 2 * 60 * 60;
localparam CYCLES_25MIN = FREQ * 25 * 60;
reg [15:0] timer, timer_next;
wire [1:0] timer_select;
wire timer_elapsed;
assign timer_elapsed = (timer == 16'b0);
always @(*) begin
    case (timer_select)
        2'b00: timer_next = timer - 16'b1;
        2'b01: timer_next = CYCLES_15MIN;
        2'b10: timer_next = CYCLES_2HR;
        2'b11: timer_next = CYCLES_25MIN;
    endcase
end
always @(posedge clk) begin
    timer <= timer_next;
end
control control0(
    .rst(rst),
    .clk(clk),
    .start_button(start_button),
    .timer_elapsed(timer_elapsed),
    .timer_select(timer_select),
    .bell(bell),
    .heating_element(heating_element),
    .paddle_motor(paddle_motor)
);
endmodule
`timescale 1ns/1ns
module control(
    rst,
    clk,
    start_button,
    timer_elapsed,
    timer_select,
    bell,
    heating_element,
    paddle_motor
    );
input rst;
input clk;
input start_button;
input timer_elapsed;
output reg [1:0] timer_select;
output reg bell;
output reg heating_element;
output reg paddle_motor;
localparam state_0 = 2'd0;
localparam state_1 = 2'd1;
localparam state_2 = 2'd2;
localparam state_3 = 2'd3;
reg [1:0] state, next_state;
always @(posedge rst or posedge clk) begin
    if(rst) begin
        state = state_0;
    end else begin
        state = next_state;
    end
end
always @(*) begin
    next_state = state;
    timer_select = 2'b00;
    heating_element = 1'b0;
    paddle_motor = 1'b0;
    bell = 1'b0;
    case(state)
        state_0: begin
            if(start_button)  begin
                timer_select = 2'b01;
                next_state = state_1;
            end else begin
                next_state = state_0;
            end
            paddle_motor = 1'b0;
            heating_element = 1'b0;
        end
        state_1: begin
            if(timer_elapsed == 1) begin
                next_state = state_2;
                timer_select = 2'b10;
            end else begin
                next_state = state_1;
            end
            paddle_motor = 1'b1;
            heating_element = 1'b0;
        end
        state_2: begin
            if(timer_elapsed == 1) begin
                timer_select = 2'b11;
                next_state = state_3;
            end else begin
                next_state = state_2;
            end
            paddle_motor = 1'b0;
            heating_element = 1'b0;
        end
        state_3: begin
            if(timer_elapsed == 1) begin
                bell = 1'b1;
                timer_select = 2'b00;
                next_state = state_0;
            end else begin
                next_state = state_3;
            end
            heating_element = 1'b1;
        end
    endcase
end
endmodule
$ cat run.sh
#!/bin/bash
# OpenROAD 26Q1-2900-gdf79404cd8, Yosys 0.63+post, stock flow scripts
make -C /OpenROAD-flow-scripts/flow DESIGN_CONFIG=/design/flow/config.mk WORK_HOME=/design/flow/orfs finish
$ cat config.mk
export PLATFORM = sky130hd
export DESIGN_NAME = bread_machine
export DESIGN_NICKNAME = bread_machine
export VERILOG_FILES = /design/flow/design.v
export SDC_FILE = /design/flow/constraint.sdc
export NUM_CORES = 4
export LEC_CHECK = 1
export CORE_AREA = 10 10 90 90
export DIE_AREA = 0 0 100 100
$ cat constraint.sdc
current_design bread_machine

set clk_period 7.0
set clk_io_pct 0.2

create_clock -name clk0 -period $clk_period [get_ports {clk}]

set non_clock_inputs [all_inputs -no_clocks]
set_input_delay [expr $clk_period * $clk_io_pct] -clock clk0 $non_clock_inputs
set_output_delay [expr $clk_period * $clk_io_pct] -clock clk0 [all_outputs]
==> flow_summary.json <==
{
  "power_density_nw_per_um2": 217,
  "die_h_um": 100,
  "fin_ws_ns": 3.17,
  "antennaDiodeCount": 0,
  "stdcell_area_um2": 1160,
  "max-cap-violations": 0,
  "max_freq_mhz": 261,
  "cts_num_sinks": 20,
  "cts_tree": "done",
  "cts_buffer_depth": 2,
  "synth_cells": 105,
  "slowest_delay_ns": 0.79,
  "clkTransAtPathRegs_ns": 0.07,
  "synth_flops": 20,
  "path_buffers": 1,
  "relSlewSlack_pct": 68.1,
  "first_global_vias": 741,
  "warning_count": 26,
  "crit_path_cell_trace": "or4_1 > nor4_1 > and2_1 > clkdlybuf4s50_1",
  "syn-cell-area_um2": 988,
  "syn2layout_area_growth_pct": 17.6,
  "end_kind": "primary output",
  "hold_buffers": 0,
  "dpl.hpwl_um": 1320,
  "drc": 0,
  "cts_root_buf": "clkbuf_8",
  "drive_gt1_share_pct": 14.8,
  "yosysCellCount": 105,
  "num_vias": 731,
  "wirelength_um": 1860,
  "num_rows": 29,
  "clkLatencyLatePin_ns": 0.26,
  "post_cts.repair.setup_buffers": 0,
  "io_pins": 6,
  "firstDrtPassIters": 4,
  "syn_area_per_cell_um2": 9.41,
  "grt_usage_pct": 3.99,
  "htreeDepth": 1,
  "vdd_drop_max_v": 0.0000956,
  "dpl_cell_area_um2": 1110,
  "place_ws_ns": 3.45,
  "tightest_slew_ns": 0.479,
  "synth_cell_types": 29,
  "crit_family": "simple AND/OR/NAND/NOR gates",
  "slew_violations": 0,
  "gp_congestion": 0.804,
  "chipArea_um2": 10000,
  "fp_util_pct": 15.7,
  "ys_warn_count": 2,
  "outcome": "finished, final reports clean",
  "crit_path_start_kind": "register",
  "die_w_um": 100,
  "antenna_found_initial": 0,
  "required_ns": 5.60,
  "grt_pass1_wl_um": 3480,
  "fin_skew_ns": 0.00587,
  "grt-ovfl-total": 0,
  "critPathKind": "register to primary output",
  "drt-vias-per-instance": 3.95,
  "grt_max_degree": 15,
  "cts_resized": 0,
  "fin_crit_sh_pct": 54.8,
  "crit_fanout": 14,
  "finalSetupTns_ns": 0,
  "ys_seq_share_pct": 42.7,
  "drt_iter0_markers": 53,
  "io_buffers": 5,
  "hold_viol_final": 0,
  "numCtsBuffers": 3,
  "layout_min_cycle_time_ns": 3.83,
  "p_leak_nw": 0.453,
  "worstPathArrival_ns": 2.43,
  "hold_class": "register to register",
  "core_um2": 6280,
  "slowest_stage": "or4_1",
  "rsz0062_at_grt": "no",
  "wire_per_inst_um": 10.1,
  "ys_area_um2": 988,
  "ant_nets": 0,
  "setup-violations-final": 0
}
-- routing by layer --
layer	global-route usage [%]	vias to the layer above	wire length [um]
met5	0	-	0
met4	0.870	0	47
met3	1.04	5	91
met2	5.67	14	751
met1	5.93	328	974
li1	-	384	-
-- cell families after synthesis --
family                   Yosys count  share of synthesized area (%)
AND-OR/OR-AND                     22                           16.0
XOR/XNOR                          11                           9.75
adder cells (fa/ha/maj)            2                           2.53
buffers and inverters             10                           4.30
flip-flops                        20                           42.7
AND/OR/NAND/NOR                   40                           24.8
-- stage by stage --
| step | hold slack, ns | utilization [%] | cells | power [mW] |
|---|---|---|---|---|
| final | 0.442 | 18.5 | 185 | 0.252 |
| after global routing | 0.476 | 18.5 | 185 | 0.269 |
| after CTS | 0.452 | 18.5 | 185 | 0.255 |
| after detailed placement | 0.434 | 17.6 | 181 | 0.167 |
| after global placement | 0.427 | 17.6 | 181 | 0.166 |
| after floorplan | 0.407 | - | 105 | 0.162 |
-- sequential cells by signal (all words and copies together) (netlist names), named ones only --
| signal | flops |
|---|---|
| timer | 16 |
| control0.state | 2 |
-- worst paths after layout --
check	to	slack [ns]	startpoint	cells after the start
setup / recovery	bell	3.17	timer[3]	4
hold / removal	timer[0]	0.44	timer[0]	1
setup reg to reg	timer[14]	4.77	timer[3]	4
hold reg to reg	timer[0]	0.44	timer[0]	1
max in group asynchronous	control0.state[0]	5.45	rst	2
min in group asynchronous	control0.state[2]	1.32	rst	2
-- synthesized netlist by cell type --
master,instances,share of area [%]
or2_2,2,1.3
buf_2,4,2.0
or3b_2,2,1.8
or4_1,4,3.0
a21o_1,3,2.3
xor2_1,3,2.7
nor4_2,2,2.5
a22o_1,1,0.89
dfstp_2,1,2.7
or3_1,2,1.3
dfrtp_1,3,7.6
or4_4,1,1.1
o21ai_4,1,1.6
nand2b_1,1,0.63
nor4_1,9,5.7
o31a_1,3,2.7
dfxtp_1,16,32
and2_1,3,1.9
clkbuf_1,2,0.76
xnor2_1,8,7.1
inv_1,4,1.5
nor3_1,2,1.0
nor2_1,9,3.4
a21boi_0,1,0.76
nand2_1,3,1.1
a21oi_1,3,1.5
ha_1,2,2.5
a31o_2,3,2.7
o21ai_0,7,3.5
-- final cells by class --
cell class	count	area, um^2
tap	77	96.3
multi-input combinational	75	524
fill	679	5110
clock buffer	4	55.1
inverter	4	15.0
sequential	20	422
timing repair buffer	5	50.0
-- where the power goes --
group	total [mW]	internal, mW	switching [mW]
Clock	0.0876	0.0501	0.0375
Combinational	0.0377	0.0151	0.0227
Sequential	0.127	0.121	0.00648
Total	0.252	0.186	0.0666
-- placed cells by master (no fill, tap or decap) --
cell	instances
dfxtp_1	16
nor2_1	9
nor4_1	9
xnor2_1	8
o21ai_0	7
clkdlybuf4s50_1	5
or4_1	4
inv_1	4
clkbuf_8	4
and2_1	3
a21o_1	3
nand2_1	3
o31a_1	3
a21oi_1	3
a31o_2	3
xor2_1	3
dfrtp_1	3
or3b_2	2
nor4_2	2
or2_2	2
or3_1	2
nor3_1	2
ha_1	2
or4_4	1
o21ai_4	1
a21boi_0	1
nand2b_1	1
a22o_1	1
dfstp_2	1
No activity file was given, so power comes from the tool's default toggle rates.
